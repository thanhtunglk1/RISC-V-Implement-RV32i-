==> design/flow/design.v <==
module output_buffer(
  input  logic        i_clk,
  input  logic        i_rst_n, 
  input  logic [15:0] i_out_buf_addr, 
  input  logic [31:0] i_out_buf_data,  
  input  logic        i_lsu_wren, 
  input  logic [2:0]  i_control,  
  output logic [31:0] o_out_buf_data,  
  output logic [31:0] o_io_ledr,     
  output logic [31:0] o_io_ledg,     
  output logic [6:0]  o_io_hex0,     
  output logic [6:0]  o_io_hex1,     
  output logic [6:0]  o_io_hex2,     
  output logic [6:0]  o_io_hex3,     
  output logic [6:0]  o_io_hex4,     
  output logic [6:0]  o_io_hex5,     
  output logic [6:0]  o_io_hex6,     
  output logic [6:0]  o_io_hex7,    
  output logic [31:0] o_io_lcd
);
  parameter O_BUF_SIZE = 64;
  logic [7:0] out_buffer [O_BUF_SIZE - 1:0];
  logic [7:0] temp [3:0];
  localparam [2:0] LB   = 3'b000,
					    LH   = 3'b001,
					    LW   = 3'b010,
					    LBU  = 3'b100,
					    LHU  = 3'b101;
  localparam [15:0] red_addr   = 8'h00,
						  green_addr = 8'h10,
						  hex0_addr  = 8'h20,
						  hex1_addr  = 8'h21,
						  hex2_addr  = 8'h22,
						  hex3_addr  = 8'h23,
						  hex4_addr  = 8'h24,
						  hex5_addr  = 8'h25,
						  hex6_addr  = 8'h26,
						  hex7_addr  = 8'h27,
						  lcd_addr   = 8'h30,
						  end_addr   = 8'h3F;
  logic [7:0] addr_even;
  logic o_buf_sel;
  assign addr_even = i_out_buf_addr[7:0] & 8'hFE;
  assign o_buf_sel = (i_out_buf_addr[15:8] == 8'h70);
  always_ff @(posedge i_clk) begin: proc_write_out_buffer
    if(~i_rst_n) begin
	   out_buffer[red_addr]      <= 8'b0;
		out_buffer[red_addr + 1]  <= 8'b0;
		out_buffer[red_addr + 2]  <= 8'b0;
		out_buffer[green_addr]    <= 8'b0;
		out_buffer[hex0_addr]     <= 8'b0; 
		out_buffer[hex1_addr]     <= 8'b0;
		out_buffer[hex2_addr]     <= 8'b0;
		out_buffer[hex3_addr]     <= 8'b0;
		out_buffer[hex4_addr]     <= 8'b0;
		out_buffer[hex5_addr]     <= 8'b0;
		out_buffer[hex6_addr]     <= 8'b0;
		out_buffer[hex7_addr]     <= 8'b0;
	 end else if(i_lsu_wren && o_buf_sel) begin
	   case(i_control[1:0])
		  2'b00: if(i_out_buf_addr[7:0] <= end_addr) out_buffer[i_out_buf_addr[7:0]] = i_out_buf_data[7:0];
		  2'b01: begin
		    if(addr_even <= end_addr)     out_buffer[addr_even]     = i_out_buf_data[7:0];
			 if(addr_even <= end_addr + 1) out_buffer[addr_even + 1] = i_out_buf_data[15:8];
		  end
		  2'b10: begin
		    if(addr_even <= end_addr)     out_buffer[addr_even]     = i_out_buf_data[7:0];
			 if(addr_even <= end_addr + 1) out_buffer[addr_even + 1] = i_out_buf_data[15:8];
			 if(addr_even <= end_addr + 2) out_buffer[addr_even + 2] = i_out_buf_data[23:16];
			 if(addr_even <= end_addr + 3) out_buffer[addr_even + 3] = i_out_buf_data[31:24];
		  end
		endcase
	 end
  end
  always_comb begin: proc_check_out_data
    if(addr_even <= end_addr)     temp[0] = out_buffer[addr_even];
	 else temp[0] = 8'h00;
	 if(addr_even + 1 <= end_addr) temp[1] = out_buffer[addr_even + 1];
	 else temp[1] = 8'h00;
	 if(addr_even + 2 <= end_addr) temp[2] = out_buffer[addr_even + 2];
	 else temp[2] = 8'h00;
	 if(addr_even + 3 <= end_addr) temp[3] = out_buffer[addr_even + 3];
	 else temp[3] = 8'h00;
  end
  always_comb begin: proc_select_out_data
    case(i_control)
	   LB : begin
		  if(i_out_buf_addr[7:0] <= end_addr) o_out_buf_data = {{24{out_buffer[i_out_buf_addr[7:0]][7]}}, out_buffer[i_out_buf_addr[7:0]]};
		  else o_out_buf_data = 32'h0;
		end
		LH : o_out_buf_data = {{16{temp[1][7]}}, temp[1], temp[0]};
		LW : o_out_buf_data = {temp[3], temp[2], temp[1], temp[0]};
	   LBU: begin
		  if(i_out_buf_addr[7:0] <= end_addr) o_out_buf_data = {24'h0, out_buffer[i_out_buf_addr[7:0]]};
		  else o_out_buf_data = 32'h0;
		end
		LHU: o_out_buf_data = {16'h0, temp[1], temp[0]};
		default: o_out_buf_data = 32'hz;
	 endcase
  end
  assign o_io_ledr = {out_buffer[red_addr + 3]  , out_buffer[red_addr + 2]  , out_buffer[red_addr + 1]   , out_buffer[red_addr]};
  assign o_io_ledg = {out_buffer[green_addr + 3], out_buffer[green_addr + 2], out_buffer[green_addr  + 1], out_buffer[green_addr]};
  assign o_io_hex0 = out_buffer[hex0_addr][6:0];
  assign o_io_hex1 = out_buffer[hex1_addr][6:0];
  assign o_io_hex2 = out_buffer[hex2_addr][6:0];
  assign o_io_hex3 = out_buffer[hex3_addr][6:0];
  assign o_io_hex4 = out_buffer[hex4_addr][6:0];
  assign o_io_hex5 = out_buffer[hex5_addr][6:0];
  assign o_io_hex6 = out_buffer[hex6_addr][6:0];
  assign o_io_hex7 = out_buffer[hex7_addr][6:0];
  assign o_io_lcd  = {out_buffer[lcd_addr + 3], out_buffer[lcd_addr + 2], out_buffer[lcd_addr + 1], out_buffer[lcd_addr]};
endmodule 
==> design/flow/run.sh <==
#!/bin/bash
# OpenROAD 26Q1-2900-gdf79404cd8, Yosys 0.63+post, stock flow scripts
make -C /OpenROAD-flow-scripts/flow DESIGN_CONFIG=/design/flow/config.mk WORK_HOME=/design/flow/orfs finish
==> design/flow/config.mk <==
export PLATFORM = sky130hd
export DESIGN_NAME = output_buffer
export DESIGN_NICKNAME = output_buffer
export VERILOG_FILES = /design/flow/design.v
export SDC_FILE = /design/flow/constraint.sdc
export NUM_CORES = 4
export LEC_CHECK = 1
export CORE_UTILIZATION = 30
==> design/flow/constraint.sdc <==
current_design output_buffer

set clk_period 13.6
set clk_io_pct 0.2

create_clock -name clk0 -period $clk_period [get_ports {i_clk}]

set non_clock_inputs [all_inputs -no_clocks]
set_input_delay [expr $clk_period * $clk_io_pct] -clock clk0 $non_clock_inputs
set_output_delay [expr $clk_period * $clk_io_pct] -clock clk0 [all_outputs]
==> Implementation_results.wiki <==
=== Synthesis and place and route ===
{| class="wikitable"
! Metric !! Value
|-
| HPWL Detailed || 104.6 mm
|-
| Pwr Density || 93.87 mW/mm^2
|-
| Final setup viols || 0
|-
| Number of levels in the clock H-tree || 2
|-
| Wire length of the first global-routing pass || 211.0 mm
|-
| Buffer levels on the longest clock path || 3
|-
| Number of design-rule violations left by the first detailed-router iteration || 2,719
|-
| Sequential cell area fraction in the yosys report || 44.75%
|-
| Layout overhead on the synthesized area || 15.92%
|-
| Clk sinks || 512
|-
| Post-place instance area || 0.03802 sq mm
|-
| Number of distinct standard cells referenced by the synthesized netlist || ~68
|-
| Worst path arrival time || 7500 ps
|-
| Slowest-stage cell, CP || o41ai_1
|-
| Syn_area_per_cell || 10.94 sq um
|-
| Fill count || 10,960
|-
| Core Footprint || 0.1130 sq mm
|-
| Netlist area before placement || about 0.034 sq mm
|-
| Unrepaired setup endpoints after global routing || no
|-
| Global-route usage over all layers || 27.15%
|-
| Number of design rule violations left after detail routing || 0
|-
| Registers, synthesis || 512
|-
| Pin count of the biggest net entering global routing || 59
|-
| Overall power || 3.738 mW
|-
| Rows || 123
|-
| Number of failing hold endpoints at the final stage || 0
|-
| Worst vdd ir || 85.90 uV
|-
| Number of placed instances, taps included || ~4,700
|-
| Data required time at the worst endpoint || ~11,000 ps
|-
| Maximum net fanout on the critical path || 58
|-
| Number of flops mapped to enable cells by yosys || 512
|-
| Root Driver || clkbuf_16
|-
| Worst max-slew margin expressed relative to the limit || between 30% and 40%
|-
| Most frequent CP cell || buf_4
|-
| Leakage power figure || around 13 nW
|-
| Final critical-path share of the clock period || 75.16%
|-
| Die Wd || 340.4 um
|-
| Buffer count from post-CTS setup fixing || 0
|-
| Most flop-heavy register || out_buffer
|-
| Kind of cell adding the most delay to the critical path || buffers and inverters
|-
| Vias per cell || 5.907
|-
| Via count of the first global-routing pass || 27,350
|-
| Clock tree from TritonCTS || yes
|-
| Number of cell instances after yosys synthesis || around 3,100
|-
| I/O pin count || 238
|-
| WP buf/inv || 5
|-
| Worst setup SP type || primary input
|-
| Slew at the pin closest to its max-slew limit || 1032 ps
|-
| Async S/R FF share, synth || 0%
|-
| Max Cap Viol || 0
|-
| Register area || 0.01537 sq mm
|-
| Pre-Repair DR Iteration Count || 6
|-
| Routed wire length || 151.6 mm
|-
| CP Class || primary input to primary output
|-
| Highest cell delay on the worst timing path || approximately 860 ps
|-
| Tally of buffers added on design ports || 237
|-
| Registers with the most flip-flops || out_buffer (512)
|-
| Number of buffers added by the clock tree synthesis step || 55
|-
| Proportion of layout cells with a drive suffix above 1 || between 10% and 20%
|-
| Area of the chip || 0.1159 sq mm
|-
| Number of pins with negative max-slew slack in the final report || 0
|-
| Post-synthesis cell type with the largest combined area || edfxtp_1
|-
| Finished Cell Area || 0.03983 sq mm
|-
| Biggest area contributors in the synthesized netlist || edfxtp_1 (45%), mux4_2 (17%), mux2i_1 (8.2%)
|-
| Total grt overflow || 0
|-
| Number of nets with antenna violations after routing || 0
|-
| Critical Path End Type || primary output
|-
| Average wire per cell in the routed design || 31.88 um
|-
| Y dimension of the die || 340.4 um
|-
| Result of the run || complete, no violations
|-
| Number of instances in the synthesized netlist || 3,142
|-
| Accumulated negative setup slack || 0 ps
|-
| CP Cell Sequence || buf_8 -> inv_2 -> ha_4 -> buf_4 -> buf_4 -> mux4_2 -> mux2i_1 -> nand2_1 -> o21ai_0 -> o41ai_1 -> clkdlybuf4s50_1
|-
| Most common logic cells in the final layout || nand2_1 (657), edfxtp_1 (512), o21ai_0 (481), mux2i_1 (282), mux4_2 (260)
|-
| Fin crit period || between 10,000 and 15,000 ps
|-
| Total via count in the routed design || around 28,000
|-
| Maximum operating frequency || 97.83 MHz
|-
| Hold/Removal Path Class || primary input to register
|-
| Reg clk slew, reported paths || approximately 60 ps
|-
| Routability congestion estimate from global placement || between 1 and 1.5
|-
| Fraction of the core area covered by cells at the end of the flow || 35.26%
|-
| Count of cells resized by post-cts repair || 0
|-
| Initial Util || 30.42%
|-
| Flip-flop count of the largest register after layout || 512
|-
| Number of synthesis warnings || 3
|-
| Number of standard cells in the layout, taps in and fillers out || 4,755
|-
| Hold-fix buffers at CTS || 0
|-
| Synth top area share || 44.75%
|-
| OpenROAD warning count || 31
|-
| Most common reg cell || edfxtp_1
|-
| Area of the multi-input gates || 0.01718 sq mm
|-
| Most used logic cell in the final layout || nand2_1
|-
| Number of antenna violations at the first check in global routing || 6
|-
| Area reported by Yosys stat || 0.03436 sq mm
|}
## synthesized netlist by cell type (30+ instances only)
cell,count
a22oi_1,33
buf_2,65
buf_4,83
clkbuf_1,217
edfxtp_1,512
mux2i_1,282
mux4_2,260
nand2_1,657
nand2_2,30
nand3_1,43
nor2_1,96
o21ai_0,481
o21ai_1,38
o22ai_1,82
## report_power, final
part | internal (mW) | switching (mW)
clock | 0.911 | 0.654
combinational | 0.155 | 0.269
sequential | 1.73 | 0.0194
total | 2.80 | 0.943
## per-stage QoR
stage,hold WS (ps),setup WS [ps]
2_1_floorplan,2907,4764
3_3_place_gp,3560,3489
3_5_place_dp,3556,3590
4_1_cts,2942,3568
5_1_grt,2966,3156
6_report,2955,3378
## path summary, 6_finish.rpt
check,startpoint,to,cells past startpoint
worst max-delay path,i_out_buf_addr[1],o_out_buf_data[29],11
worst min-delay path,i_out_buf_data[2],out_buffer[2][2]$_DFFE_PP_,3
## per-layer routing
layer | GRT usage (%) | vias up | wire (um)
met3 | 17.60 | 341 | 25450
met1 | 33.52 | 13640 | 52430
li1 | - | 11990 | -
met4 | 9.865 | 10 | 7138
met5 | 1.471 | - | 235
met2 | 38.65 | 2101 | 66310
## worst min-delay path, stage by stage
cell and delay, ps:
clkdlybuf4s50_1 450, buf_4 170, a22o_1 130
## final cells by class
type	instances	area share (%)
Antenna cell	3	0.01885
Clock buffer	72	3.616
Clock inverter	26	0.8922
Inverter	11	0.1037
Multi-Input combinational cell	2237	43.14
Sequential cell	512	38.60
Tap cell	1500	4.712
Timing Repair Buffer	394	8.916
## logic make-up (layout without fill, tap and decap cells)
family	after synthesis	count (layout)	synth area share (%)
adders and majority gates	7	7	0.2549
and+or+nand+nor	924	924	11.45
other	0	3	0
muxes	550	550	25.52
buffers and inverters	393	503	5.481
DFF	512	512	44.75
AOI/OAI and AO/OA	750	750	12.39
xor gates and xnor gates	6	6	0.1529
Power figures rest on the tool's default switching activity, not on a simulated workload.
